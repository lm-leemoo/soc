===== flow/constraint.sdc =====
current_design seven_seg

set clk_period 2.2
set clk_io_pct 0.2

create_clock -name clk0 -period $clk_period [get_ports {clk_in}]

set non_clock_inputs [all_inputs -no_clocks]
set_input_delay [expr $clk_period * $clk_io_pct] -clock clk0 $non_clock_inputs
set_output_delay [expr $clk_period * $clk_io_pct] -clock clk0 [all_outputs]

===== flow/config.mk =====
export PLATFORM = sky130hd
export DESIGN_NAME = seven_seg
export DESIGN_NICKNAME = seven_seg
export VERILOG_FILES = /design/flow/design.v
export SDC_FILE = /design/flow/constraint.sdc
export NUM_CORES = 4
export LEC_CHECK = 1
export CORE_UTILIZATION = 30

===== flow/design.v =====
`timescale 1ns / 1ps
module hex2seg_v2(
    input [3:0] hex,
    output reg [7:0] seg_data
    );
        always @(*) begin
        case (hex[3:0])
            4'd0: seg_data = 8'b11111100;  
            4'd1: seg_data = 8'b01100000;  
            4'd2: seg_data = 8'b11011010;  
            4'd3: seg_data = 8'b11110010;  
            4'd4: seg_data = 8'b01100110;  
            4'd5: seg_data = 8'b10110110;  
            4'd6: seg_data = 8'b10111110;  
            4'd7: seg_data = 8'b11100100;  
            4'd8: seg_data = 8'b11111110;  
            4'd9: seg_data = 8'b11110110;  
            4'd10: seg_data = 8'b11101110;  
            4'd11: seg_data = 8'b11111111;  
            4'd12: seg_data = 8'b00011110;  
            4'd13: seg_data = 8'b01111010;  
            4'd14: seg_data = 8'b10011110;  
            4'd15: seg_data = 8'b10001110;  
            default : seg_data <= 8'b00111010;   
        endcase
    end
endmodule
`timescale 1ns / 1ps
module seven_seg(
    input clk_in,
    input reset_n,
    input [15:0] data,
    output reg [7:0] seg_out,
    output reg [3:0] com_out
);
    reg [19:0] cnt;
    reg [1:0] com_cnt;
    wire [7:0] seg0;
    wire [7:0] seg1;
    wire [7:0] seg2;
    wire [7:0] seg3;
    hex2seg_v2 hex2seg_0(.hex(data[ 3: 0]), .seg_data(seg0));
    hex2seg_v2 hex2seg_1(.hex(data[ 7: 4]), .seg_data(seg1));
    hex2seg_v2 hex2seg_2(.hex(data[11: 8]), .seg_data(seg2));
    hex2seg_v2 hex2seg_3(.hex(data[15: 12]), .seg_data(seg3));
always @ (posedge clk_in, negedge reset_n) begin
    if(!reset_n) begin
        cnt <= 20'd0;
        com_cnt <= 2'd0;
    end
    else begin
        if(cnt < 65536)
            cnt <= cnt + 1;
        else begin
            cnt <= 0;
            com_cnt <= com_cnt + 1;
        end
    end
end
always @ (*) begin
    case(com_cnt)
        2'd0 : begin
            seg_out <= seg0;
            com_out <= 4'b1110; end  
        2'd1 : begin
            seg_out <= seg1;
            com_out <= 4'b1101; end  
        2'd2 : begin
            seg_out <= seg2;
            com_out <= 4'b1011; end  
        2'd3 : begin
            seg_out <= seg3;
            com_out <= 4'b0111; end  
        default : begin
            seg_out <= 8'b11111100;
            com_out <= 4'b1111; end  
    endcase
end
endmodule

===== flow/run.sh =====
#!/bin/bash
# OpenROAD 26Q1-2900-gdf79404cd8, Yosys 0.63+post, stock flow scripts
make -C /OpenROAD-flow-scripts/flow DESIGN_CONFIG=/design/flow/config.mk WORK_HOME=/design/flow/orfs finish

==> job_summary.md <==
## Synthesis and layout report

| Metric | Value |
|---|---|
| Status | `finished, violations left` |
| Failing checks | `setup timing` |
| Critical Path Fanout Max | `3` |
| Mapped Avg Cell Area | `8.50 µm²` |
| FP Util | `0.313` |
| RR Endpoint | `cnt[14]$_DFF_PN0_` |
| Async S/R FF share, synth | `1.00` |
| Post-synth design cell area | `2150 µm²` |
| M1 WL | `2.57 mm` |
| Drt drc | `0` |
| Tot GR Track Use | `0.141` |
| Crit path DRT | `1.76 ns` |
| Xor/xnor share | `0.0448` |
| Post-synth regs | `22` |
| Most frequent logic cell in the layout | `buf_4` |
| Adder Share, Synth | `0.221` |
| Row Count | `30` |
| DRT Pass-1 Iters | `4` |
| Period utilisation layout | `1.00` |
| R2R depth | `4` |
| GR Overflow Total | `0` |
| CTS Root Buffer Type | `clkbuf_8` |
| CP Launch Type | `input pin` |
| VDD IR max | `0.000472 V` |
| Syn. warnings | `2` |
| Dpl hpwl | `3.81 mm` |
| LEAKAGE | `0.00152 µW` |
| And+or+nand+nor area frac | `0.211` |
| Yosys Chip Area | `2150 µm²` |
| Setup CP Type | `input pin to primary output` |
| Die Y | `86.7 µm` |
| Met3 wire length | `174 µm` |
| Cell Type Count | `45` |
| Top Layout Cells | `buf_4, ha_1, dfrtp_1, buf_6, nand2_1` |
| Launching point of the worst reg2reg path | `cnt[2]$_DFF_PN0_` |
| Fmax | `0.454 GHz` |
| OpenROAD warnings | `59` |
| Fin crit period | `2.20 ns` |
| Relative slew margins | `0.626` |
| Unrepaired setup endpoints after global routing | `true` |
| Vias per cell | `4.65` |
| Post-cts hold buffer count | `0` |
| Max-Cap Viols | `0` |
| Metal2 WL | `2.40 mm` |
| Syn Inst Count | `253` |
| Clock Latency Late Sink | `0.25 ns` |
| Worst Skew | `0.00459 ns` |
| PwrDens | `680 nW/µm²` |
| Yosys cell count | `253` |
| Commonest flop | `dfrtp_1` |
| Num Clock Sinks | `22` |
| Setup crit start | `data[4]` |
| Hold Path Class | `flip-flop to flip-flop` |
| Final hold vios | `0` |
| PnR worst setup slack | `-0.00219 ns` |
| CTS tree | `yes` |
| Area added between synthesis and finish | `57.6%` |
| Setup-failing EPs final | `1` |
| Worst hold slack | `0.463 ns` |
| Ant diodes | `0` |
| CP endpoint kind | `primary output` |
| DP Cell Count | `422` |
| Comb area leader | `adder cells` |
| Port-buffer cells | `29` |
| Vias in the first global route | `1,965` |
| Seq share, synth | `0.256` |
| Chip Width | `86.7 µm` |
| Synth mux share | `0.0239` |
| Core area | `6870 µm²` |
| Flop2flop setup slack | `0.56 ns` |
| Die area | `7510 µm²` |
| Num CTS Buffers | `3` |
| Layout cells sized above 1 | `0.424` |
| Final Max Slew Viols | `0` |
| Initial antenna violation count | `0` |
| Largest net degree at the start of global routing | `23` |
| EDFF count, synth | `0` |
| Vias | `2,062` |
| First-pass GRT wire length | `8.51 mm` |
| TNS Setup | `-0.00219 ns` |
| Clk pin slew, worst setup/hold paths | `0.06 ns` |
| Avg WL per Cell | `11.7 µm` |
| I/O pins | `30` |
| Post-Layout Cell Count | `443` |
| Max Root-Sink Buffers | `2` |
| Final ANT Viol Nets | `0` |
| CP Data Arrival Time | `1.76 ns` |
| Last element of the critical path | `seg_out[4]` |
| Routed wire length | `5.19 mm` |
| Top Layer Used | `met4` |
| H-tree levels | `1` |
| Drt initial violations | `82` |
| Least-Margin Pin Slew | `0.561 ns` |
| GPL Wtd Cong | `0.864` |
| Complex Gates by Area | `0.181` |
==> sequential cells by signal (all words and copies together), names as in the netlist <==
register,count
com_cnt,2
cnt,20
==> synth_stat cells (all sizes together) (3+ instances only) <==
| master | count | area, µm² |
|---|---|---|
| a211oi | 3 | 22.5 |
| a21oi | 13 | 65.1 |
| a31oi | 4 | 25.0 |
| a32oi | 4 | 35.0 |
| clkbuf | 11 | 41.3 |
| dfrtp | 22 | 551 |
| ha | 38 | 475 |
| inv | 21 | 78.8 |
| mux2i | 4 | 40.0 |
| nand2 | 19 | 78.8 |
| nand2b | 4 | 25.0 |
| nand3 | 7 | 35.0 |
| nand4 | 8 | 50.1 |
| nor2 | 19 | 71.3 |
| nor2b | 10 | 62.6 |
| o21ai | 11 | 55.1 |
| o221ai | 4 | 35.0 |
| o311ai | 3 | 26.3 |
| o31ai | 3 | 22.5 |
| or2 | 3 | 18.8 |
| or4 | 4 | 30.0 |
| xnor2 | 3 | 26.3 |
| xor2 | 8 | 70.1 |
==> area by class of cell <==
cell class,instances,area [µm²]
fillers,626,3480
multi-input cells,200,1730
well taps,96,120
clock buffers,3,41.3
flip-flops and latches,22,551
inverters,21,86.3
repair buffers,101,862
==> per-layer routing <==
layer  GRT usage  up-vias
li1            -     1090
met1       0.210      930
met2       0.244       38
met3     0.00483        4
met4      0.0106        0
met5           0        -
==> critical path, stage by stage <==
cell       delay [ns]
buf_6            0.09
inv_2            0.05
ha_4             0.25
nor2b_1          0.04
or4_4            0.48
o311ai_2         0.08
a2bb2oi_1        0.21
buf_2            0.12
==> worst min-delay path by stage <==
stage | endpoint | cells after the start | start
4_1_cts | cnt[0]$_DFF_PN0_ | 1 | cnt[0]$_DFF_PN0_
5_1_grt | cnt[0]$_DFF_PN0_ | 1 | cnt[0]$_DFF_PN0_
6_report | cnt[0]$_DFF_PN0_ | 1 | cnt[0]$_DFF_PN0_
==> stage by stage <==
step | power (µW) | worst slack [ns] | util | area [µm²]
floorplan | 916 | 0.221 | - | 2160
CTS | 2190 | -0.0467 | 0.477 | 3280
global placement | 1640 | -0.850 | 0.425 | 2920
global route | 2460 | -0.110 | 0.494 | 3390
finish | 2310 | -0.00219 | 0.494 | 3390
detailed placement | 1630 | -0.850 | 0.425 | 2920
==> report_power, final <==
group          leakage, µW  internal, µW  switching (µW)
registers         0.000296           428            18.1
logic              0.00120           982             648
clock network    0.0000216           122             109
==> cells by family (layout without fill, tap and decap cells) <==
kind of cell | count (synthesis) | after routing
adder cells (fa/ha/maj) | 38 | 38
other | 1 | 3
XOR/XNOR | 11 | 11
AND-OR/OR-AND | 57 | 57
multiplexers | 5 | 5
buffers and inverters | 33 | 125
AND/OR/NAND/NOR | 86 | 86
flip-flops | 22 | 22
==> repair_timing <==
| item | 4_1_cts | 5_1_grt |
|---|---|---|
| gates resized | 127 | 34 |
| cloned | 1 | 0 |
| setup buffers | 15 | 2 |
| endpoints found under the setup margin | 9 | 12 |
| pin swaps | 27 | 14 |
No activity file was given, so power comes from the tool's default toggle rates.
